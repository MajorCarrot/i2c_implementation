## ./run.sh

```bash
#!/bin/bash
# OpenROAD 26Q1-2900-gdf79404cd8, Yosys 0.63+post, stock flow scripts
make -C /OpenROAD-flow-scripts/flow DESIGN_CONFIG=/design/flow/config.mk WORK_HOME=/design/flow/orfs finish
```

## ./config.mk

```make
export PLATFORM = sky130hd
export DESIGN_NAME = clk_divider
export DESIGN_NICKNAME = clk_divider
export VERILOG_FILES = /design/flow/design.v
export SDC_FILE = /design/flow/constraint.sdc
export NUM_CORES = 4
export LEC_CHECK = 1
export CORE_AREA = 10 10 70 70
export DIE_AREA = 0 0 80 80
```

## ./constraint.sdc

```tcl
current_design clk_divider

set clk_period 2.6
set clk_io_pct 0.2

create_clock -name clk0 -period $clk_period [get_ports {iw_ref_clk}]

set non_clock_inputs [all_inputs -no_clocks]
set_input_delay [expr $clk_period * $clk_io_pct] -clock clk0 $non_clock_inputs
set_output_delay [expr $clk_period * $clk_io_pct] -clock clk0 [all_outputs]
```

## ./design.v

```verilog
`timescale 1 ns / 1 ps
module clk_divider (
    input wire iw_ref_clk,  
    input wire iw_reset,    
    output reg or_i2c_clk   
);
    parameter SCALER = 1000;
    reg [9:0] r_count = 0;  
    always @(posedge iw_ref_clk) begin
        if (iw_reset) begin
            r_count <= 0;  
            or_i2c_clk <= 1'b0;
        end else begin
            if (r_count == SCALER / 2) begin  
                or_i2c_clk <= ~or_i2c_clk;
                r_count <= 0;
            end else begin
                r_count <= r_count + 1;
            end
        end
    end
endmodule
```

==> run notes <==
impl run done, here's what came out: Slew @ Worst Pin about 0.34 ns, Core Footprint between 3000 and 4000 µm², Die X 80 µm, most numerous logic cells after layout 13 x nor2_1, 11 x dfxtp_1, 5 x inv_1, 5 x xnor2_1, 4 x nand3_1, # diodes 0, Critical Path Sink Type output port, post-route ant nets 0, CTS buffer count 3, P&R area growth vs syn 19.0%, Mapped Cells 58, Setup Viol. Count Final 0, clock sink total 11, fillcell total 387, status complete, no violations, pre-CTS WS 1.16 ns, Clock transition at path regs 0.06 ns, total number of vias 381, register share after synthesis 42.3%, syn_area_per_cell 8.97 µm², Synth flops 11, reg2reg end r_count[3], Worst Slack Setup Final 1.01 ns, Slew Limit Fails 0, WL final ~820 µm, 1st-pass router iterations 2, VDD IR max 0.000123 V, Arr. time, crit path 1.07 ns, reg2reg path depth 6, logic depth of the worst path, buffers included 1, Avg WL per Cell about 7.5 µm, Post-CTS Setup Bufs 0, Log Warnings 26, most frequent logic cell in the layout nor2_1, DP Area 593 µm², reg-to-reg slack, setup 1.16 ns, Comb gate area 277 µm², routability congestion estimate approximately 0.75, CTS max path bufs 2, Final Hold Fails 0, vias in the first global route approximately 350, total grt overflow 0, Late-Pin Clk Latency 0.26 ns, largest net degree at the start of global routing 8, pwr dens 490 nW/µm², total global routing track utilization 2.79%, PortBufs 2, DP Wirelength roughly 670 µm, Via density 3.50, initial antenna violation count 0, Die Y 80 µm, hold path depth 1, Critical Path Max Stage Delay 0.47 ns, post-synthesis cell count from yosys 58, H-tree depth 1, delay-heaviest family, CP buffers and inverters, root buffer cell clkbuf_4, Critical R2R Launch r_count[0], element type at the critical path start flip-flop, cell chain of the critical path clkdlybuf4s50_1, io pins 3, drt drc 0, synth warn 1, Flop area ~220 µm², Fmax 627 MHz, total negative slack 0 ns, Mapped Area 520 µm², Top-area cell share 42.3%, Top area cell types dfxtp_1 42%, nor2_1 9.4%, xnor2_1 8.4%, worst min path class flip-flop to flip-flop, fin crit share 61.3%, Buf/Inv on CP 1, slew margin rel. roughly 77%, chip area between 6000 and 7000 µm², fin area between 600 and 700 µm², CTS tree yes, Synth cell types 20, Worst Skew 0.00559 ns, yosys synthesis chip area 520 µm², post-CTS sizing 0, Worst setup endpoint or_i2c_clk, Lkg Pwr 0.000221 µW, first-pass GRT wire length 1440 µm, cell type with the largest total area after synthesis dfxtp_1, Worst Path Required ~2.1 ns, CP max stage cell clkdlybuf4s50_1, Crit Path Class flip-flop to output port, crit path time final 1.59 ns, CP max FO 2, crit path from or_i2c_clk, Starting Density between 15 and 20%, Initial DRC Count 14, cts-stage hold buffer count 0, RSZ-0062 raised after global routing no, layout cells sized above 1 12.7%, MaxCap Viol Count 0, row cnt 21
through the flow:
stage                     hold WS [ns]  cells  total power (µW)  utilization [%]
final                            0.494    109               304             18.1
after global routing             0.530    109               323             18.1
after CTS                        0.506    109               309             18.1
after detailed placement         0.490    105               198             17.4
after global placement           0.475    105               198             17.4
after floorplan                  0.441     58               193                -
Yosys cell counts:
library cell  instances
nor4_1                1
nor3_1                3
a21oi_1               2
nand2_2               1
xnor2_1               5
or3_4                 1
ha_1                  2
buf_2                 1
dfxtp_1              11
nand2b_1              1
xor2_1                2
nand4_4               1
o211a_1               1
nand3_1               4
nand4_1               1
nand2_1               1
inv_1                 5
nor2_1               13
o21ai_4               1
a31o_2                1
state kept, by name (all words and copies together) (netlist names):
| name | cells |
|---|---|
| r_count | 10 |
| or_i2c_clk | 1 |
cell type report:
cell class              instances  share of cell area [%]
multi-input cells              41                    44.6
inverters                       5                    3.03
clock buffers                   4                    4.24
well taps                      46                    9.29
flip-flops and latches         11                    35.6
repair buffers                  2                    3.23
worst min-delay path by stage:
stage | from | to | slack (ns)
4_1_cts | r_count[0] | r_count[0] | 0.51
5_1_grt | r_count[0] | r_count[0] | 0.53
6_report | r_count[0] | r_count[0] | 0.49
logic make-up (layout without fill, tap and decap cells):
logic type	after synthesis	in the layout	share of synthesized area [%]
xor+xnor	7	7	11.8
simple gates	27	27	27.9
fa+ha+maj	2	2	4.81
compound gates	5	5	8.66
buf+inv	6	11	4.57
flops	11	11	42.3
routing by layer:
metal / track usage (%) / vias to the layer above / part of all wire, %
met4: 0.528 / 0 / 1.2
met2: 4.01 / 6 / 41
met5: 0 / - / 0
met3: 2.39 / 2 / 12
li1: - / 202 / -
met1: 3.10 / 171 / 46
power breakdown:
group,internal (µW),switching [µW]
Clock,59.2,50.6
Combinational,7.27,9.29
Sequential,172,4.88
Power and IR drop assume default switching activity.
